`flow/design.v`:
```
module display_mem
#(
    parameter                   path2dm = "insert path to display_mem_*.hex"  
)(
    input   logic   [6  : 0]    disp_x,   
    input   logic   [13 : 0]    disp_y,   
    output  logic   [7  : 0]    ascii     
);
    logic [7 : 0] mem [2560-1 : 0];  
    assign ascii = mem[ disp_x + disp_y ];
    initial  
        $readmemh(path2dm, mem);
endmodule : display_mem
module symbol_mem
#(
    parameter                   path2sm = "insert path to symbol_mem.hex"  
)(
    input   logic   [0 : 0]     clk,     
    input   logic   [7 : 0]     ascii,   
    input   logic   [2 : 0]     pix_x,   
    input   logic   [3 : 0]     pix_y,   
    output  logic   [0 : 0]     bg_fg    
);
    logic [7 : 0] mem [4096-1 : 0];  
    always_ff @(posedge clk)
        bg_fg <= mem[ { ascii, pix_y } ][7-pix_x];   
    initial  
        $readmemh(path2sm, mem);     
endmodule : symbol_mem
module vga_debug_screen_50MHz
#(
    parameter                   bgColor = 12'h00f,
                                fgColor = 12'hf00
)(
    input   logic   [0  : 0]    clk,         
    input   logic   [0  : 0]    resetn,      
    output  logic   [0  : 0]    hsync,       
    output  logic   [0  : 0]    vsync,       
    input   logic   [31 : 0]    regData,     
    output  logic   [4  : 0]    regAddr,     
    output  logic   [3  : 0]    R,           
    output  logic   [3  : 0]    G,           
    output  logic   [3  : 0]    B            
);
    logic   [0  : 0]    en;
    always_ff @(posedge clk, negedge resetn)
        if( !resetn )
            en <= '0;
        else
            en <= ~ en;
    vga_ds_top 
    #(
        .cpu        ( "nanoFOX"      )
    )
    vga_ds_top_0
    (
        .clk        ( clk       ),   
        .resetn     ( resetn    ),   
        .en         ( en        ),   
        .hsync      ( hsync     ),   
        .vsync      ( vsync     ),   
        .bgColor    ( bgColor   ),   
        .fgColor    ( fgColor   ),   
        .regData    ( regData   ),   
        .regAddr    ( regAddr   ),   
        .R          ( R         ),   
        .G          ( G         ),   
        .B          ( B         )    
    );
endmodule : vga_debug_screen_50MHz
module vga_debug_screen_pll_25_175MHz
#(
    parameter                   bgColor = 12'h00f,
                                fgColor = 12'hf00
)(
    input   logic   [0  : 0]    clk,         
    input   logic   [0  : 0]    resetn,      
    output  logic   [0  : 0]    hsync,       
    output  logic   [0  : 0]    vsync,       
    input   logic   [31 : 0]    regData,     
    output  logic   [4  : 0]    regAddr,     
    output  logic   [3  : 0]    R,           
    output  logic   [3  : 0]    G,           
    output  logic   [3  : 0]    B            
);
    vga_ds_top 
    #(
        .cpu        ( "nanoFOX"      )
    )
    vga_ds_top_0
    (
        .clk        ( clk       ),   
        .resetn     ( resetn    ),   
        .en         ( '1        ),   
        .hsync      ( hsync     ),   
        .vsync      ( vsync     ),   
        .bgColor    ( bgColor   ),   
        .fgColor    ( fgColor   ),   
        .regData    ( regData   ),   
        .regAddr    ( regAddr   ),   
        .R          ( R         ),   
        .G          ( G         ),   
        .B          ( B         )    
    );
endmodule : vga_debug_screen_pll_25_175MHz
module vga_ds_top
#(
    parameter                   cpu = "nanoFOX",
    parameter                   sub_path = "../"
)(
    input   logic   [0  : 0]    clk,         
    input   logic   [0  : 0]    resetn,      
    input   logic   [0  : 0]    en,          
    output  logic   [0  : 0]    hsync,       
    output  logic   [0  : 0]    vsync,       
    input   logic   [11 : 0]    bgColor,     
    input   logic   [11 : 0]    fgColor,     
    input   logic   [31 : 0]    regData,     
    output  logic   [4  : 0]    regAddr,     
    output  logic   [3  : 0]    R,           
    output  logic   [3  : 0]    G,           
    output  logic   [3  : 0]    B            
);
    localparam          REG_VALUE_WIDTH = 8;
    localparam          REG_VALUE_POS   = cpu == "nanoFOX" ? 10 : ( cpu == "schoolMIPS" ? 6 : 0);
    localparam          path2dm         = { sub_path , "vga_mem/sv/display_mem_", cpu ,".hex" };
    localparam          path2sm         = { sub_path , "vga_mem/sv/symbol_mem.hex" };
    logic   [2  : 0]    pix_x;           
    logic   [3  : 0]    pix_y;           
    logic   [6  : 0]    sym_x;           
    logic   [5  : 0]    sym_y;           
    logic   [6  : 0]    disp_x;          
    logic   [13 : 0]    disp_y;          
    logic   [0  : 0]    bg_fg;           
    logic   [7  : 0]    ascii_regData;   
    logic   [7  : 0]    ascii_display;   
    logic   [3  : 0]    bin;             
    logic   [7  : 0]    sym_ascii;       
    assign  bin = regData >> ( 28 - ( sym_x - REG_VALUE_POS ) * 4 );
    assign  regAddr = sym_y;
    assign  ascii_regData = ( bin <= 'd9 ) ? bin + "0" : bin - 10 + "A";  
    assign  { R, G, B } =   ( ( sym_x < 'd80 ) && ( sym_y < 'd32 ) ) ?  
                            ( bg_fg ? fgColor : bgColor ) :
                            12'h000;
    assign  sym_ascii = ( ( sym_x >= REG_VALUE_POS ) && ( sym_x < REG_VALUE_POS + REG_VALUE_WIDTH ) ) ?  
                        ascii_regData :
                        ascii_display;
    vga_pix_symbol 
    vga_pix_symbol_0
    (
        .clk        ( clk               ),   
        .resetn     ( resetn            ),   
        .en         ( en                ),   
        .pix_x      ( pix_x             ),   
        .pix_y      ( pix_y             ),   
        .sym_x      ( sym_x             ),   
        .sym_y      ( sym_y             ),   
        .disp_x     ( disp_x            ),   
        .disp_y     ( disp_y            )    
    );
    symbol_mem 
    #(
        .path2sm    ( path2sm           )
    )
    symbol_mem_0
    (
        .clk        ( clk               ),   
        .ascii      ( sym_ascii         ),   
        .pix_x      ( pix_x             ),   
        .pix_y      ( pix_y             ),   
        .bg_fg      ( bg_fg             )    
    );
    display_mem 
    #(
        .path2dm    ( path2dm           )
    )
    display_mem_0
    (
        .disp_x     ( disp_x            ),   
        .disp_y     ( disp_y            ),   
        .ascii      ( ascii_display     )    
    );
    vga_signal 
    vga_signal_0
    (
        .clk        ( clk               ),   
        .resetn     ( resetn            ),   
        .en         ( en                ),   
        .hsync      ( hsync             ),   
        .vsync      ( vsync             )    
    );
endmodule : vga_ds_top
module vga_pix_symbol
(
    input   logic   [0  : 0]    clk,     
    input   logic   [0  : 0]    resetn,  
    input   logic   [0  : 0]    en,      
    output  logic   [2  : 0]    pix_x,   
    output  logic   [3  : 0]    pix_y,   
    output  logic   [6  : 0]    sym_x,   
    output  logic   [5  : 0]    sym_y,   
    output  logic   [6  : 0]    disp_x,  
    output  logic   [13 : 0]    disp_y   
);
    logic  [13 : 0]  line;       
    logic  [9  : 0]  sym_x_int;  
    assign  sym_x = sym_x_int[3 +: 7],
            pix_x = line[0 +: 3],
            disp_x = sym_x;
    always_ff @(posedge clk, negedge resetn)
        if( !resetn )
            line <= '0;
        else if( en )
        begin
            line <= line + 1'b1;
            if( line == 800 * 15 - 1'b1 )
                line <= '0;
        end
    always_ff @(posedge clk, negedge resetn)
        if( !resetn )
            sym_x_int <= '0;
        else if( en )
        begin
            sym_x_int <= sym_x_int + 1'b1;
            if( sym_x_int == 800 - 1'b1 )
                sym_x_int <= '0;
        end
    always_ff @(posedge clk, negedge resetn)
        if( !resetn )
            pix_y <= '0;
        else if( ( sym_x_int == 800 - 1'b1 ) && en )
        begin
            pix_y <= pix_y + 1'b1;
            if( pix_y == 'd14 )
                pix_y <= '0;
        end
    always_ff @(posedge clk, negedge resetn)
        if( !resetn )
            disp_y <= '0;
        else if( ( line == 800 * 15 - 1'b1 ) && en )
        begin
            disp_y <= disp_y + 'd80;
            if( disp_y == 'd80 * 'd34 )
                disp_y <= '0;
        end
    always_ff @(posedge clk, negedge resetn)
        if( !resetn )
            sym_y <= '0;
        else if( ( line == 800 * 15 - 1'b1 ) && en )
        begin
            sym_y <= sym_y + 1'b1;
            if( sym_y == 'd34)
                sym_y <= '0;
        end
endmodule : vga_pix_symbol
module vga_signal
(
    input   logic   [0  : 0]    clk,     
    input   logic   [0  : 0]    resetn,  
    input   logic   [0  : 0]    en,      
    output  logic   [0  : 0]    hsync,   
    output  logic   [0  : 0]    vsync    
);
    logic   [9 : 0]     hsync_c;     
    logic   [9 : 0]     vsync_c;     
    assign  hsync = ( hsync_c < ( 640 + 16 ) ) || ( hsync_c >= ( 640 + 16 + 96 ) ),
            vsync = ( vsync_c < ( 480 + 10 ) ) || ( vsync_c >= ( 480 + 10 + 2 ) );
    always_ff @(posedge clk, negedge resetn)
        if( !resetn )
        begin
            hsync_c <= '0;
            vsync_c <= '0;
        end
        else 
        begin
            if( en )
            begin
                hsync_c <= hsync_c + 1'b1;
                if( hsync_c == 800 - 1'b1 )
                begin
                    hsync_c <= '0;
                    vsync_c <= vsync_c + 1'b1;
                end
                else if( vsync_c == 525 )
                begin
                    vsync_c <= '0;
                end
            end
        end
endmodule : vga_signal
```
`flow/constraint.sdc`:
```
current_design vga_debug_screen_pll_25_175MHz

set clk_period 2.9
set clk_io_pct 0.2

create_clock -name clk0 -period $clk_period [get_ports {clk}]

set non_clock_inputs [all_inputs -no_clocks]
set_input_delay [expr $clk_period * $clk_io_pct] -clock clk0 $non_clock_inputs
set_output_delay [expr $clk_period * $clk_io_pct] -clock clk0 [all_outputs]
```
`flow/config.mk`:
```
export PLATFORM = sky130hd
export DESIGN_NAME = vga_debug_screen_pll_25_175MHz
export DESIGN_NICKNAME = vga_debug_screen_pll_25_175MHz
export VERILOG_FILES = /design/flow/design.v
export SDC_FILE = /design/flow/constraint.sdc
export NUM_CORES = 4
export LEC_CHECK = 1
export CORE_UTILIZATION = 50
export SYNTH_HDL_FRONTEND = slang
export SYNTH_MEMORY_MAX_BITS = 65536
```
`flow/run.sh`:
```
#!/bin/bash
# OpenROAD 26Q1-2900-gdf79404cd8, Yosys 0.63+post, stock flow scripts
make -C /OpenROAD-flow-scripts/flow DESIGN_CONFIG=/design/flow/config.mk WORK_HOME=/design/flow/orfs finish
```
==> report_table.html <==
<!-- implementation run metrics -->
<table>
<tr><th>Metric</th><th>Value</th></tr>
<tr><th colspan="2">Synth</th></tr>
<tr><td>Summed instance area of the synthesized netlist</td><td>2580 µm²</td></tr>
<tr><td>Xor/xnor cell area share of the yosys netlist</td><td>10.18%</td></tr>
<tr><td>Largest family of logic cells by area</td><td>simple AND/OR/NAND/NOR gates</td></tr>
<tr><td>Top_reg_cell synth</td><td>dfrtp_1</td></tr>
<tr><td>Distinct cells, synth</td><td>40</td></tr>
<tr><td>Simple-gate portion of the synthesized area</td><td>24.93%</td></tr>
<tr><td>Yosys cell count</td><td>259</td></tr>
<tr><td>Adder-cell share of the synthesized area</td><td>3.880%</td></tr>
<tr><td>Average cell area after synthesis</td><td>9.961 µm²</td></tr>
<tr><td>Count of state elements after synthesis</td><td>50</td></tr>
<tr><td>Ys async rst share</td><td>100.0%</td></tr>
<tr><td>Summed standard-cell area reported by yosys</td><td>2580 µm²</td></tr>
<tr><td>Count of flip-flops with a built-in enable after synthesis</td><td>0</td></tr>
<tr><td>Gate count after technology mapping</td><td>259</td></tr>
<tr><td>Total number of yosys warnings</td><td>0</td></tr>
<tr><td>Multiplexer area fraction after synthesis</td><td>1.600%</td></tr>
<tr><td>Post-synth seq share</td><td>48.50%</td></tr>
<tr><td>Ao+oa area frac</td><td>3.928%</td></tr>
<tr><th colspan="2">Floorplanning</th></tr>
<tr><td>Core region area</td><td>4848 µm²</td></tr>
<tr><td>Die area</td><td>5451 µm²</td></tr>
<tr><td>Top-level port count</td><td>53</td></tr>
<tr><td>Init Core Util</td><td>53.21%</td></tr>
<tr><td>Placement row count</td><td>25</td></tr>
<tr><td>Die Span X</td><td>73.83 µm</td></tr>
<tr><td>Height of the die</td><td>73.83 µm</td></tr>
<tr><th colspan="2">Pwr</th></tr>
<tr><td>Static leakage power</td><td>1.246 nW</td></tr>
<tr><td>Ratio of total power to cell area</td><td>400.1 nW/µm²</td></tr>
<tr><td>Worst IR Drop VDD</td><td>0.0003491 V</td></tr>
<tr><th colspan="2">Outcome</th></tr>
<tr><td>Result of the run</td><td>complete, no violations</td></tr>
<tr><th colspan="2">Worst setup path</th></tr>
<tr><td>Crit end category</td><td>primary output</td></tr>
<tr><td>Type of origin of the critical path</td><td>flop</td></tr>
<tr><td>Arrival time at the worst endpoint</td><td>1610 ps</td></tr>
<tr><td>FF-to-FF path depth</td><td>5</td></tr>
<tr><td>Critical path class</td><td>reg -&gt; out</td></tr>
<tr><td>Launch instance of the worst register-to-register path</td><td>vga_ds_top_0.vga_signal_0.hsync_c[0]</td></tr>
<tr><td>Crit-path max FO</td><td>6</td></tr>
<tr><td>Required time reported for the critical path endpoint</td><td>2320 ps</td></tr>
<tr><td>Critical register-to-register path endpoint</td><td>vga_ds_top_0.vga_signal_0.vsync_c[8]</td></tr>
<tr><td>Register-to-register path setup slack</td><td>850 ps</td></tr>
<tr><th colspan="2">Place</th></tr>
<tr><td>Final Wtd Congestion</td><td>0.8122</td></tr>
<tr><td>Placed standard-cell area</td><td>2691 µm²</td></tr>
<tr><td>DPL Wire Length</td><td>2.735 mm</td></tr>
<tr><td>Placed insts</td><td>327</td></tr>
<tr><td>Quantity of I/O buffers inserted on ports</td><td>12</td></tr>
<tr><th colspan="2">Final timing</th></tr>
<tr><td>Peak clock frequency supported by timing</td><td>0.4560 GHz</td></tr>
<tr><td>RSZ-0062 raised after global routing</td><td>false</td></tr>
<tr><td>Final max-slew violation count</td><td>0</td></tr>
<tr><td>Worst Clk Skew</td><td>4.896 ps</td></tr>
<tr><td>Post-Route Setup TNS</td><td>0 ps</td></tr>
<tr><td>Slew of the pin with the lowest slew margin</td><td>897.1 ps</td></tr>
<tr><td>Final hold violations</td><td>0</td></tr>
<tr><td>Final critical path time including I/O delays and setup</td><td>2193 ps</td></tr>
<tr><td>Setup-failing EPs final</td><td>0</td></tr>
<tr><td>Worst slew slack as a fraction of its limit</td><td>39.35%</td></tr>
<tr><td>Final Cycle Share</td><td>75.62%</td></tr>
<tr><th colspan="2">Clock tree</th></tr>
<tr><td>Clk root buf</td><td>clkbuf_8</td></tr>
<tr><td>Hold buffers post-CTS</td><td>0</td></tr>
<tr><td>TritonCTS Sinks</td><td>50</td></tr>
<tr><td>Number of buffers inserted to repair setup after CTS</td><td>0</td></tr>
<tr><td>Number of H-tree branching levels</td><td>2</td></tr>
<tr><td>Cts repair resizes</td><td>0</td></tr>
<tr><td>TritonCTS clock tree</td><td>done</td></tr>
<tr><td>Clock latency on the worst-skew pair</td><td>300 ps</td></tr>
<tr><td>Clock-pin slew reported for the worst setup and hold paths after clock tree synthesis</td><td>80 ps</td></tr>
<tr><td>Max Root-Sink Buffers</td><td>2</td></tr>
<tr><td>Number of buffers created by CTS</td><td>5</td></tr>
<tr><th colspan="2">Layout</th></tr>
<tr><td>P&amp;R area growth vs syn</td><td>7.857%</td></tr>
<tr><td>Fin util</td><td>57.39%</td></tr>
<tr><td>Layout cells sized above 1</td><td>8.209%</td></tr>
<tr><td>Design Area, Final</td><td>2783 µm²</td></tr>
<tr><td>Non-filler instance count after layout</td><td>335</td></tr>
<tr><th colspan="2">Job</th></tr>
<tr><td>OpenROAD warnings</td><td>61</td></tr>
<tr><td>MaxCap Viol Count</td><td>0</td></tr>
<tr><th colspan="2">Route</th></tr>
<tr><td>Drt wl/cell</td><td>11.87 µm</td></tr>
<tr><td>Residual DRC count</td><td>0</td></tr>
<tr><td>Number of antenna diodes</td><td>0</td></tr>
<tr><td>Final wirelength</td><td>3.978 mm</td></tr>
<tr><td>Via-to-Cell Ratio</td><td>5.164</td></tr>
<tr><td>Total number of vias</td><td>1,730</td></tr>
<tr><td>Initial DRT Pass Iterations</td><td>4</td></tr>
<tr><td>Initial drt markers</td><td>75</td></tr>
<tr><td>Number of nets still failing antenna checks after routing</td><td>0</td></tr>
<tr><th colspan="2">GRT</th></tr>
<tr><td>First-pass GRT wire length</td><td>7.017 mm</td></tr>
<tr><td>Total gr overflow</td><td>0</td></tr>
<tr><td>Largest net degree at the start of global routing</td><td>51</td></tr>
<tr><td>GRT Resource Usage Total</td><td>17.20%</td></tr>
<tr><td>Vias in the first global route</td><td>1,522</td></tr>
<tr><td>Antenna violations before repair</td><td>0</td></tr>
<tr><th colspan="2">Hold path</th></tr>
<tr><td>Kind of path behind the tightest hold check</td><td>in -&gt; async</td></tr>
</table>
registers in the layout, indices dropped and copies added (netlist names):
name / flops
vga_ds_top_0.vga_signal_0.vsync_c: 10
vga_ds_top_0.vga_signal_0.hsync_c: 10
vga_ds_top_0.vga_pix_symbol_0.line: 14
vga_ds_top_0.vga_pix_symbol_0.sym_x_int: 10
vga_ds_top_0.vga_pix_symbol_0.sym_y: 6
Yosys cell counts, drive strengths merged (2+ instances only):
master / instances / area, µm²
buf: 19 / 135.1
nor2: 23 / 86.33
ha: 8 / 100.1
xor2: 12 / 105.1
o21ai: 8 / 43.79
nand2: 18 / 67.56
nor3: 6 / 30.03
and2: 2 / 13.77
nand3: 28 / 140.1
a21o: 2 / 15.01
or3: 9 / 65.06
nor4: 9 / 56.30
and3: 3 / 18.77
clkbuf: 2 / 7.510
a21oi: 2 / 10.01
inv: 9 / 33.78
nand4: 12 / 87.58
xnor2: 18 / 157.7
mux2i: 3 / 30.03
or4: 2 / 15.01
nand3b: 2 / 15.01
dfrtp: 50 / 1251
routing by layer:
metal  share of wire, %  GRT usage (%)  vias to the layer above
met3                3.1          3.745                        2
met2                 43          23.96                       33
li1                   -              -                      885
met5                  0              0                        -
met4               0.63          1.709                        0
met1                 53          29.92                      810
worst max-delay path by stage:
stage,cells after the start,to,slack [ps],start
after CTS,3,B[1],670,vga_ds_top_0.vga_pix_symbol_0.sym_x_int[8]
after global routing,3,B[0],580,vga_ds_top_0.vga_pix_symbol_0.sym_x_int[8]
final,3,B[2],710,vga_ds_top_0.vga_pix_symbol_0.sym_x_int[8]
critical path, stage by stage, from the launching register on:
cell and delay, ps:
dfrtp_1 440, o21a_1 210, nor2_1 180, clkdlybuf4s50_1 500
layout make-up:
| cell class | count | area, µm² |
|---|---|---|
| flip-flops and latches | 50 | 1251 |
| repair buffers | 15 | 137.6 |
| fillers | 418 | 2066 |
| clock inverters | 1 | 5.005 |
| clock buffers | 7 | 86.33 |
| well taps | 67 | 83.83 |
| inverters | 9 | 33.78 |
| multi-input cells | 186 | 1185 |
cell families (layout without fill, tap and decap cells):
kind of cell | Yosys count | in the layout
and+or+nand+nor | 120 | 120
DFF | 50 | 50
xor gates and xnor gates | 30 | 30
buffers and inverters | 30 | 32
AOI/OAI and AO/OA | 16 | 16
adders and majority gates | 8 | 8
muxes | 4 | 4
other | 1 | 8
cell usage in the layout (no fill, tap or decap), types with 2 or more instances in the layout:
| master | n |
|---|---|
| dfrtp_1 | 50 |
| nand3_1 | 28 |
| nor2_1 | 23 |
| nand2_1 | 18 |
| xnor2_1 | 18 |
| xor2_1 | 12 |
| clkdlybuf4s50_1 | 11 |
| nand4_1 | 10 |
| inv_1 | 9 |
| nor4_1 | 8 |
| ha_1 | 8 |
| conb_1 | 8 |
| o21ai_0 | 7 |
| nor3_1 | 6 |
| clkbuf_8 | 6 |
| or3_1 | 5 |
| mux2i_1 | 3 |
| or3_2 | 3 |
| and3_1 | 3 |
| buf_4 | 3 |
| a21oi_1 | 2 |
| nand4_2 | 2 |
| or4_1 | 2 |
| a21o_1 | 2 |
| nand3b_1 | 2 |
stage by stage:
stage               power [mW]  hold WS (ps)  setup slack (ps)
finish                   1.113         379.2             707.1
floorplan               0.7183         284.4              1081
global route             1.172         437.3             580.3
detailed placement      0.7266         475.9             848.0
CTS                      1.137         400.9             674.6
global placement        0.7266         471.0             851.5
power by group:
group | switching, mW | total (mW) | internal, mW
Clock | 0.210 | 0.403 | 0.193
Sequential | 0 | 0.696 | 0.696
Combinational | 0.0129 | 0.0142 | 0.00135
Total | 0.223 | 1.11 | 0.890
Power and IR drop assume default switching activity.
